==> design/flow/design.v <==
module mux2to1_32bit(
							input logic [31:0]In1,
							input logic [31:0]In2,
							input logic sel,
							output logic [31:0] out
							);			
genvar i;
generate
	for(i=0; i<32; i=i+1) begin: mux2to1_gen
		mux2to1 mux2to1(
							 .In1(In1[i]),
							 .In2(In2[i]),
							 .sel(sel),
							 .out(out[i]));
	end
endgenerate
endmodule
module mux4to1(
    input  logic In1,
    input  logic In2,
    input  logic In3,
    input  logic In4,
    input  logic [1:0] sel,
    output logic out
);
    wire stage1_1, stage1_2;
    mux2to1 m1(.In1(In1), .In2(In2), .sel(sel[0]), .out(stage1_1));
    mux2to1 m2(.In1(In3), .In2(In4), .sel(sel[0]), .out(stage1_2));
    mux2to1 m3(.In1(stage1_1), .In2(stage1_2), .sel(sel[1]), .out(out));
endmodule
module mux2to1(
    input  logic In1,
    input  logic In2,
    input  logic sel,
    output logic out
);
    assign out = sel ? In2 : In1;
endmodule
module mux2to1_5bit(
    input  logic [4:0] In1,
    input  logic [4:0] In2,
    input  logic sel,
    output logic [4:0] out
);
    assign out = sel ? In2 : In1;
endmodule
module mux4to1_32bit(
					input logic [31:0]In1,
					input logic [31:0]In2,
					input logic [31:0]In3,
					input logic [31:0]In4, 
					input logic [1:0] sel,
					output logic [31:0]out
					);
wire [31:0]stage1_1;
wire [31:0]stage1_2;
mux2to1_32bit mux1(.In1(In1), .In2(In2), .sel(sel[0]), .out(stage1_1));
mux2to1_32bit mux2(.In1(In3), .In2(In4), .sel(sel[0]), .out(stage1_2));
mux2to1_32bit mux3(.In1(stage1_1), .In2(stage1_2), .sel(sel[1]), .out(out));
endmodule
module mux8to1_32bit(
					input logic [31:0]In1,
					input logic [31:0]In2,
					input logic [31:0]In3,
					input logic [31:0]In4,
					input logic [31:0]In5,
					input logic [31:0]In6,
					input logic [31:0]In7,
					input logic [31:0]In8,
					input logic [2:0] sel,
					output logic [31:0]out
					);
wire [31:0]stage1_1;
wire [31:0]stage1_2;
wire [31:0]stage2_1;
wire [31:0]stage2_2;
wire [31:0]stage2_3;
wire [31:0]stage2_4;
mux2to1_32bit mux4(.In1(In1), .In2(In2), .sel(sel[0]), .out(stage2_1));
mux2to1_32bit mux5(.In1(In3), .In2(In4), .sel(sel[0]), .out(stage2_2));
mux2to1_32bit mux6(.In1(In5), .In2(In6), .sel(sel[0]), .out(stage2_3));
mux2to1_32bit mux7(.In1(In7), .In2(In8), .sel(sel[0]), .out(stage2_4));
mux2to1_32bit mux1(.In1(stage2_1), .In2(stage2_2), .sel(sel[1]), .out(stage1_1));
mux2to1_32bit mux2(.In1(stage2_3), .In2(stage2_4), .sel(sel[1]), .out(stage1_2));
mux2to1_32bit mux3(.In1(stage1_1), .In2(stage1_2), .sel(sel[2]), .out(out));
endmodule
module mux16to1_32bit(
							input logic [31:0]In1,
							input logic [31:0]In2,
							input logic [31:0]In3,
							input logic [31:0]In4,
							input logic [31:0]In5,
							input logic [31:0]In6,
							input logic [31:0]In7,
							input logic [31:0]In8,
							input logic [31:0]In9,
							input logic [31:0]In10,
							input logic [31:0]In11,
							input logic [31:0]In12,
							input logic [31:0]In13,
							input logic [31:0]In14,
							input logic [31:0]In15,
							input logic [31:0]In16,
							input logic [3:0] sel,
							output logic [31:0]out
							);
wire [31:0] stage1_1;
wire [31:0] stage1_2;							
mux8to1_32bit mux1(
					.In1(In1),
					.In2(In2),
					.In3(In3),
					.In4(In4),
					.In5(In5),
					.In6(In6),
					.In7(In7),
					.In8(In8),
					.sel(sel[2:0]),
					.out(stage1_1)
					);
mux8to1_32bit mux2(
					.In1(In9),
					.In2(In10),
					.In3(In11),
					.In4(In12),
					.In5(In13),
					.In6(In14),
					.In7(In15),
					.In8(In16),
					.sel(sel[2:0]),
					.out(stage1_2)
					);
mux2to1_32bit mux3(.In1(stage1_1), .In2(stage1_2), .sel(sel[3]), .out(out));
endmodule
module mux32to1(
					input logic [31:0]In1,
					input logic [31:0]In2,
					input logic [31:0]In3,
					input logic [31:0]In4,
					input logic [31:0]In5,
					input logic [31:0]In6,
					input logic [31:0]In7,
					input logic [31:0]In8,
					input logic [31:0]In9,
					input logic [31:0]In10,
					input logic [31:0]In11,
					input logic [31:0]In12,
					input logic [31:0]In13,
					input logic [31:0]In14,
					input logic [31:0]In15,
					input logic [31:0]In16,
					input logic [31:0]In17,
					input logic [31:0]In18,
					input logic [31:0]In19,
					input logic [31:0]In20,
					input logic [31:0]In21,
					input logic [31:0]In22,
					input logic [31:0]In23,
					input logic [31:0]In24,
					input logic [31:0]In25,
					input logic [31:0]In26,
					input logic [31:0]In27,
					input logic [31:0]In28,
					input logic [31:0]In29,
					input logic [31:0]In30,
					input logic [31:0]In31,
					input logic [31:0]In32,
					input logic [4:0] sel,
					output logic [31:0]out
					);
wire [31:0] stage1_1;
wire [31:0] stage1_2;							
mux16to1_32bit mux1(
							.In1(In1),
							.In2(In2),
							.In3(In3),
							.In4(In4),
							.In5(In5),
							.In6(In6),
							.In7(In7),
							.In8(In8),
							.In9(In9),
							.In10(In10),
							.In11(In11),
							.In12(In12),
							.In13(In13),
							.In14(In14),
							.In15(In15),
							.In16(In16),
							.sel(sel[3:0]),
							.out(stage1_1)
							);
mux16to1_32bit mux2(
							.In1(In17),
							.In2(In18),
							.In3(In19),
							.In4(In20),
							.In5(In21),
							.In6(In22),
							.In7(In23),
							.In8(In24),
							.In9(In25),
							.In10(In26),
							.In11(In27),
							.In12(In28),
							.In13(In29),
							.In14(In30),
							.In15(In31),
							.In16(In32),
							.sel(sel[3:0]),
							.out(stage1_2)
							);
mux2to1_32bit mux3(.In1(stage1_1), .In2(stage1_2), .sel(sel[4]), .out(out));			
endmodule
module demux1to2(
					 input logic in,
					 input logic sel,
					 output logic out0,
					 output logic out1
					 );
assign out0 = in&~sel;
assign out1 = in&sel; 
endmodule
module mux2to1_24bit(
							input logic [23:0]In1,
							input logic [23:0]In2,
							input logic sel,
							output logic [23:0] out
							);			
genvar i;
generate
	for(i=0; i<24; i=i+1) begin: mux2to1_gen
		mux2to1 mux2to1(
							 .In1(In1[i]),
							 .In2(In2[i]),
							 .sel(sel),
							 .out(out[i]));
	end
endgenerate
endmodule
module mux2to1_16bit(
							input logic [15:0]In1,
							input logic [15:0]In2,
							input logic sel,
							output logic [15:0] out
							);			
genvar i;
generate
	for(i=0; i<16; i=i+1) begin: mux2to1_gen
		mux2to1 mux2to1(
							 .In1(In1[i]),
							 .In2(In2[i]),
							 .sel(sel),
							 .out(out[i]));
	end
endgenerate
endmodule
module mux2to1_8bit(
							input logic [7:0]In1,
							input logic [7:0]In2,
							input logic sel,
							output logic [7:0] out
							);			
genvar i;
generate
	for(i=0; i<8; i=i+1) begin: mux2to1_gen
		mux2to1 mux2to1(
							 .In1(In1[i]),
							 .In2(In2[i]),
							 .sel(sel),
							 .out(out[i]));
	end
endgenerate
endmodule
module mux2to1_4bit(
							input logic [3:0]In1,
							input logic [3:0]In2,
							input logic sel,
							output logic [3:0] out
							);			
genvar i;
generate
	for(i=0; i<4; i=i+1) begin: mux2to1_gen
		mux2to1 mux2to1(
							 .In1(In1[i]),
							 .In2(In2[i]),
							 .sel(sel),
							 .out(out[i]));
	end
endgenerate
endmodule
module mux8to1_4bit(
					input logic [3:0]In1,
					input logic [3:0]In2,
					input logic [3:0]In3,
					input logic [3:0]In4,
					input logic [3:0]In5,
					input logic [3:0]In6,
					input logic [3:0]In7,
					input logic [3:0]In8,
					input logic [2:0] sel,
					output logic [3:0]out
					);
wire [3:0]stage1_1;
wire [3:0]stage1_2;
wire [3:0]stage2_1;
wire [3:0]stage2_2;
wire [3:0]stage2_3;
wire [3:0]stage2_4;
mux2to1_4bit mux4(.In1(In1), .In2(In2), .sel(sel[0]), .out(stage2_1));
mux2to1_4bit mux5(.In1(In3), .In2(In4), .sel(sel[0]), .out(stage2_2));
mux2to1_4bit mux6(.In1(In5), .In2(In6), .sel(sel[0]), .out(stage2_3));
mux2to1_4bit mux7(.In1(In7), .In2(In8), .sel(sel[0]), .out(stage2_4));
mux2to1_4bit mux1(.In1(stage2_1), .In2(stage2_2), .sel(sel[1]), .out(stage1_1));
mux2to1_4bit mux2(.In1(stage2_3), .In2(stage2_4), .sel(sel[1]), .out(stage1_2));
mux2to1_4bit mux3(.In1(stage1_1), .In2(stage1_2), .sel(sel[2]), .out(out));
endmodule
module mux4to1_4bit(
					input logic [3:0]In1,
					input logic [3:0]In2,
					input logic [3:0]In3,
					input logic [3:0]In4, 
					input logic [1:0] sel,
					output logic [3:0]out
					);
wire [3:0]stage1_1;
wire [3:0]stage1_2;
mux2to1_4bit mux1(.In1(In1), .In2(In2), .sel(sel[0]), .out(stage1_1));
mux2to1_4bit mux2(.In1(In3), .In2(In4), .sel(sel[0]), .out(stage1_2));
mux2to1_4bit mux3(.In1(stage1_1), .In2(stage1_2), .sel(sel[1]), .out(out));
endmodule
module mux4to1_5bit(
					input logic [4:0]In1,
					input logic [4:0]In2,
					input logic [4:0]In3,
					input logic [4:0]In4, 
					input logic [1:0] sel,
					output logic [4:0]out
					);
wire [4:0]stage1_1;
wire [4:0]stage1_2;
mux2to1_5bit mux1(.In1(In1), .In2(In2), .sel(sel[0]), .out(stage1_1));
mux2to1_5bit mux2(.In1(In3), .In2(In4), .sel(sel[0]), .out(stage1_2));
mux2to1_5bit mux3(.In1(stage1_1), .In2(stage1_2), .sel(sel[1]), .out(out));
endmodule
module mux4to1_8bit(
					input logic [7:0] In1,
					input logic [7:0] In2,
					input logic [7:0] In3,
					input logic [7:0] In4, 
					input logic [1:0] sel,
					output logic [7:0] out
					);
wire [7:0]stage1_1;
wire [7:0]stage1_2;
mux2to1_8bit mux1(.In1(In1), .In2(In2), .sel(sel[0]), .out(stage1_1));
mux2to1_8bit mux2(.In1(In3), .In2(In4), .sel(sel[0]), .out(stage1_2));
mux2to1_8bit mux3(.In1(stage1_1), .In2(stage1_2), .sel(sel[1]), .out(out));
endmodule
module regfile(
					input logic 		 i_clk,
					input logic 		 i_reset,
					input logic [4:0]  i_rs1_addr,
					input logic [4:0]  i_rs2_addr,
					input logic [4:0]  i_rd_addr,
					input logic [31:0] i_rd_data,
					input logic 		 i_rd_wren,
					output logic [31:0] o_rs1_data,
					output logic [31:0] o_rs2_data
					);
logic [31:0] rd_WE;
logic [31:0] register_out [31:0];
decoder5to32 decoder(
							.in(i_rd_addr),
							.WE(i_rd_wren),
							.out(rd_WE)
							);	
register_32bit register_x0(
							.data_in(32'b0),
							.load(1'b0),
							.clear(i_reset),
							.clk(i_clk),
							.OUT(register_out[0])
							);
genvar i;
generate
	for(i=1; i<32; i=i+1) begin : register
		register_32bit register(
							.data_in(i_rd_data),
							.load(rd_WE[i]),
							.clear(i_reset),
							.clk(i_clk),
							.OUT(register_out[i])
							);
	end
endgenerate							
mux32to1 mux1(
					.In1(register_out[0]),
					.In2(register_out[1]),
					.In3(register_out[2]),
					.In4(register_out[3]),
					.In5(register_out[4]),
					.In6(register_out[5]),
					.In7(register_out[6]),
					.In8(register_out[7]),
					.In9(register_out[8]),
					.In10(register_out[9]),
					.In11(register_out[10]),
					.In12(register_out[11]),
					.In13(register_out[12]),
					.In14(register_out[13]),
					.In15(register_out[14]),
					.In16(register_out[15]),
					.In17(register_out[16]),
					.In18(register_out[17]),
					.In19(register_out[18]),
					.In20(register_out[19]),
					.In21(register_out[20]),
					.In22(register_out[21]),
					.In23(register_out[22]),
					.In24(register_out[23]),
					.In25(register_out[24]),
					.In26(register_out[25]),
					.In27(register_out[26]),
					.In28(register_out[27]),
					.In29(register_out[28]),
					.In30(register_out[29]),
					.In31(register_out[30]),
					.In32(register_out[31]),
					.sel(i_rs1_addr),
					.out(o_rs1_data)
					);							
mux32to1 mux2(
					.In1(register_out[0]),
					.In2(register_out[1]),
					.In3(register_out[2]),
					.In4(register_out[3]),
					.In5(register_out[4]),
					.In6(register_out[5]),
					.In7(register_out[6]),
					.In8(register_out[7]),
					.In9(register_out[8]),
					.In10(register_out[9]),
					.In11(register_out[10]),
					.In12(register_out[11]),
					.In13(register_out[12]),
					.In14(register_out[13]),
					.In15(register_out[14]),
					.In16(register_out[15]),
					.In17(register_out[16]),
					.In18(register_out[17]),
					.In19(register_out[18]),
					.In20(register_out[19]),
					.In21(register_out[20]),
					.In22(register_out[21]),
					.In23(register_out[22]),
					.In24(register_out[23]),
					.In25(register_out[24]),
					.In26(register_out[25]),
					.In27(register_out[26]),
					.In28(register_out[27]),
					.In29(register_out[28]),
					.In30(register_out[29]),
					.In31(register_out[30]),
					.In32(register_out[31]),
					.sel(i_rs2_addr),
					.out(o_rs2_data)
					);
endmodule
module decoder5to32(in, WE, out);
input logic [4:0] in;
input logic WE;
output logic [31:0] out;
always_comb begin
	out = 32'b0;
	if(WE) out[in] = 1'b1;
end
endmodule
module register_32bit(
							input logic [31:0] data_in,
							input logic load,
							input logic clear,
							input logic clk,
							output reg [31:0] OUT
							);
genvar i;
generate
	for(i=0; i<32; i=i+1) begin : FlipFlop
			D_FF_Load D_FlipFlop(
										.Data(data_in[i]),
										.clk(clk),
										.RST(clear),
										.Load(load),
										.Q(OUT[i])
										);							
	end
endgenerate
endmodule
module D_FF_Load(
						input logic Data,
						input logic clk,
						input logic RST,
						input logic Load,
						output reg Q
					  );
wire mux_out;
D_FF D_FlipFlop(
					.D(mux_out),
					.RST(RST),
					.clk(clk),
					.Q(Q)
					);					  
mux2to1 mux2to1(
					.In1(Q),
					.In2(Data),
					.sel(Load),
					.out(mux_out)
					);
endmodule  
module D_FF(
				input logic D,
				input logic RST,
				input logic clk,
				output reg Q
				);		
always_ff@(posedge clk or posedge RST) begin
	if(RST) Q <= 1'b0;
	else Q <= D;
end
endmodule 
module register_LSU_32bit(
							input logic [31:0] data_in,
							input logic load,
							input logic word,
							input logic half,
							input logic clear,
							input logic clk,
							output reg [31:0] OUT
							);
logic load_byte1;
assign load_byte1 = (word&load)|(half&load);
register_8bit byte3(
					.data_in(data_in[31:24]),
					.load(word&load),
					.clear(clear),
					.clk(clk),
					.OUT(OUT[31:24])
					);
register_8bit byte2(
					.data_in(data_in[23:16]),
					.load(word&load),
					.clear(clear),
					.clk(clk),
					.OUT(OUT[23:16])
					);
register_8bit byte1(
					.data_in(data_in[15:8]),
					.load(load_byte1),
					.clear(clear),
					.clk(clk),
					.OUT(OUT[15:8])
					);
register_8bit byte0(
					.data_in(data_in[7:0]),
					.load(load),
					.clear(clear),
					.clk(clk),
					.OUT(OUT[7:0])
					);						
endmodule
module register_8bit(
							input logic [7:0] data_in,
							input logic load,
							input logic clear,
							input logic clk,
							output reg [7:0] OUT
							);
genvar i;
generate
	for(i=0; i<8; i=i+1) begin : FlipFlop
			D_FF_Load D_FlipFlop(
										.Data(data_in[i]),
										.clk(clk),
										.RST(clear),
										.Load(load),
										.Q(OUT[i])
										);							
	end
endgenerate
endmodule
==> design/flow/run.sh <==
#!/bin/bash
# OpenROAD 26Q1-2900-gdf79404cd8, Yosys 0.63+post, stock flow scripts
make -C /OpenROAD-flow-scripts/flow DESIGN_CONFIG=/design/flow/config.mk WORK_HOME=/design/flow/orfs finish
==> design/flow/config.mk <==
export PLATFORM = sky130hd
export DESIGN_NAME = regfile
export DESIGN_NICKNAME = regfile
export VERILOG_FILES = /design/flow/design.v
export SDC_FILE = /design/flow/constraint.sdc
export NUM_CORES = 4
export LEC_CHECK = 1
export CORE_UTILIZATION = 40
==> design/flow/constraint.sdc <==
current_design regfile

set clk_period 5.0
set clk_io_pct 0.2

create_clock -name clk0 -period $clk_period [get_ports {i_clk}]

set non_clock_inputs [all_inputs -no_clocks]
set_input_delay [expr $clk_period * $clk_io_pct] -clock clk0 $non_clock_inputs
set_output_delay [expr $clk_period * $clk_io_pct] -clock clk0 [all_outputs]
==> flow_summary_export.csv <==
group,metric,value,unit
status,status,"finished clean",
floorplanning,dieHeight,368,um
floorplanning,die_w,368,um
drt,ant_nets,0,
floorplanning,io_pins,114,
drt,vias,32500,
critical_path,crit_family,"buffers and inverters",
synthesis,yosys_area,0.0537,mm^2
job,drv_cap,0,
timing,period_used_share,91.9,%
synthesis,synth_flops,992,
timing,finClkSkew,0,ns
critical_path,crit_chain,"buf_8, buf_12, mux4_2, a22o_1, o21ai_0, o31ai_1, buf_4, clkdlybuf4s50_1",
cts,cts_sinks,992,
final_layout,top_regs,"register.register.FlipFlop.D_FlipFlop.D_FlipFlop.Q (992)",
synthesis,edf_count,0,
cts,clk_latency,0.70,ns
drt,drcViolationCount,0,
global_routing,antenna_found_initial,7,
global_routing,gr-usage-met2,36.0,%
global_routing,grt_pass1_vias,34800,
timing,rsz0062_at_grt,"no",
min_path,worstHoldPathType,"reg2reg",
final_layout,syn_to_final_growth,13.8,%
final_layout,drive_gt1_share,55.0,%
placement,gp_congestion,0.841,
final_layout,logic_area,0.0270,mm^2
cts,clockRootBuffer,"clkbuf_16",
synthesis,synth.avg_cell_area,15.5,um^2
global_routing,grt_overflow_total,0,
final_layout,fin_util,45.9,%
final_layout,regArea,0.0248,mm^2
synthesis,synth_async_sr_flop_share,100,%
timing,whs,0.506,ns
final_layout,fillerInstances,11400,
critical_path,slowest_stage,"mux4_2",
synthesis,synth-main-ff-cell,"dfrtp_1",
timing,final-setup-viol-count,0,
critical_path,required,4.00,ns
synthesis,ys_seq_share,46.2,%
drt,initialDrtViolationCount,1661,
global_routing,gr-max-usage-layer,"met1",
critical_path,worstPathArrival,3.60,ns
cts,h-tree-depth,3,
global_routing,grt_use_met1,38.2,%
power_and_ir_drop,peakVddDrop,0.240,mV
synthesis,synth.cell_area,0.0537,mm^2
critical_path,cp_max_fo,28,
power_and_ir_drop,powerDensity,411,mW/mm^2
timing,slew_headroom,46.8,%
power_and_ir_drop,leakagePower,0.0258,uW
floorplanning,fp_util,40.3,%
cts,holdBufCountCts,0,
final_layout,final_layout_top_logic_cells,"mux2_2, dfrtp_1, mux4_2",
critical_path,critical_path.max_stage_delay,0.54,ns
timing,period_minus_slack,4.60,ns
synthesis,yosysUniqueCellTypes,37,
timing,drv_slew,0,
floorplanning,core_area,0.133,mm^2
final_layout,final_common_cell,"mux2_2",
global_routing,grt_start_max_net_pins,122,
critical_path,crit_buf_inv,4,
cts,cts.path.max_buffers,3,
critical_path,end_kind,"primary output",
global_routing,grt.met3_usage,12.5,%
critical_path,start_kind,"input pin",
placement,io_buffers,113,
job,warnings,35,
final_layout,instances_no_fill,5281,
timing,fmax,218,MHz
drt,wl_per_cell,30.4,um
cts,clk_pin_slew,0.06,ns
timing,hold_violations,0,
final_layout,largest_register_ffs,992,
synthesis,ys_cells,3456,
drt,wl,161000,um
final_layout,regMostFlops,"register.register.FlipFlop.D_FlipFlop.D_FlipFlop.Q",
cts,post-cts-setup-buffers,0,
cts,cts_resized,0,
critical_path,path_class,"in2out",
global_routing,grt_first_pass_wirelength,242000,um
placement,dp_slack,0.383,ns
floorplanning,die_area,0.136,mm^2
timing,tightest_slew,0.797,ns
synthesis,ys_warn_count,4,
timing,fin_ws,0.405,ns
placement,dp_hpwl,91600,um
cts,numCtsBuffers,108,
drt,viasPerCell,6.15,
synthesis,syn_inst,3456,
cts,tritoncts,"yes",
drt,diodes,0,
drt,drt_pre_antenna_iters,5,
global_routing,track_usage,25.6,%
placement,placed_cells,5091,
floorplanning,row_count,134,
synth_stat cells, types with 2 or more instances:
master / count / area [um^2]
nand2_1: 4 / 15.0
mux2i_1: 96 / 961
buf_4: 84 / 631
dfrtp_1: 992 / 24800
buf_2: 138 / 691
o21ai_1: 3 / 15.0
mux2_2: 1027 / 11600
inv_1: 4 / 15.0
mux2_1: 61 / 687
o22ai_1: 32 / 200
nor2b_1: 5 / 31.3
buf_1: 22 / 82.6
or3_1: 3 / 18.8
and2_1: 33 / 206
clkbuf_1: 198 / 743
ha_1: 4 / 50.1
nor2_1: 3 / 11.3
o21ai_0: 32 / 160
a22o_1: 128 / 1120
nor3_2: 8 / 80.1
a31oi_4: 2 / 42.5
o31ai_1: 32 / 240
a211oi_2: 7 / 87.6
mux4_2: 480 / 10800
nand3_1: 2 / 10.0
nor3_1: 7 / 35.0
a211oi_1: 39 / 293
logic make-up after synthesis:
kind of cell    synth area share [%]
compound gates                  4.05
xor+xnor                      0.0466
fa+ha+maj                     0.0932
buf+inv                         4.02
flops                           46.2
mux                             44.7
simple gates                   0.853
where the power goes:
| part | total, uW | switching (uW) | internal, uW |
|---|---|---|---|
| clock | 7960 | 3340 | 4620 |
| sequential | 11300 | 1360 | 9920 |
| combinational | 5880 | 2070 | 3800 |
area by class of cell:
| class | count | area share [%] |
|---|---|---|
| clock buffers | 161 | 5.34 |
| repair buffers | 309 | 5.83 |
| well taps | 1768 | 3.62 |
| inverters | 4 | 0.0307 |
| multi-input cells | 2018 | 44.2 |
| clock inverters | 29 | 0.391 |
| flip-flops and latches | 992 | 40.6 |
metrics by stage:
step | area [um^2] | power [uW] | TNS [ns]
CTS | 61100 | 25300 | 0
detailed placement | 57600 | 17300 | 0
global route | 61100 | 26400 | 0
floorplan | 53700 | 15600 | -9589.00
global placement | 57600 | 17200 | 0
finish | 61100 | 25100 | 0
routing by layer:
| layer | up-vias | routed length, um |
|---|---|---|
| li1 | 13300 | - |
| met1 | 17700 | 67300 |
| met2 | 1254 | 71600 |
| met3 | 199 | 18300 |
| met4 | 14 | 3300 |
| met5 | - | 125 |
worst paths after layout:
kind / from / endpoint / slack, ns / depth (start not counted)
worst max-delay path: i_rs2_addr[0] / o_rs2_data[11] / 0.40 / 8
worst min-delay path: flip-flop / flip-flop / 0.51 / 1
worst max register to register: flip-flop / flip-flop / 4.20 / 1
worst min register to register: flip-flop / flip-flop / 0.51 / 1
max in group asynchronous: i_reset / async pin / 2.86 / 4
min in group asynchronous: i_reset / async pin / 0.77 / 2
Power is estimated from default activity; no workload was simulated.
